===== design.v =====
`timescale 1ns/1ps
module s_axil_register # (
    parameter   S_AXI_ADDR_WIDTH = 6,
                S_AXI_DATA_WIDTH = 32
)
(   
    input                                   ACLK    ,
    input                                   ARESET  ,
    input   [S_AXI_ADDR_WIDTH-1 : 0]        AWADDR  ,
    input                                   AWVALID ,
    output                                  AWREADY ,
    input   [S_AXI_DATA_WIDTH-1 : 0]        WDATA   ,
    input                                   WVALID  ,
    output                                  WREADY  ,
    input   [S_AXI_DATA_WIDTH/8-1 : 0]      WSTRB   ,
    output  [1 : 0]                         BRESP   ,
    output                                  BVALID  ,
    input                                   BREADY  ,
    input   [S_AXI_ADDR_WIDTH-1 : 0]        ARADDR  ,
    input                                   ARVALID ,
    output                                  ARREADY ,
    output  [S_AXI_DATA_WIDTH-1 : 0]        RDATA   ,
    output  [1 : 0]                         RRESP   ,
    output                                  RVALID  ,
    input                                   RREADY
);  
    localparam  ADDR_REG_0 = 'h00, ADDR_REG_8 = 'h20,
                ADDR_REG_1 = 'h04, ADDR_REG_9 = 'h24,
                ADDR_REG_2 = 'h08, ADDR_REG_A = 'h28,
                ADDR_REG_3 = 'h0C, ADDR_REG_B = 'h2C,
                ADDR_REG_4 = 'h10, ADDR_REG_C = 'h30,
                ADDR_REG_5 = 'h14, ADDR_REG_D = 'h34,
                ADDR_REG_6 = 'h18, ADDR_REG_E = 'h38,
                ADDR_REG_7 = 'h1C, ADDR_REG_F = 'h3C;
    reg     [S_AXI_DATA_WIDTH-1 : 0]    registers [0 : 15];
    localparam  ST_AW_IDLE = 2'd0,       
                ST_AW_PREP = 2'd1,       
                ST_AW_WAIT = 2'd2,       
                ST_AW_DONE = 2'd3;       
    reg     [1 : 0]                     aw_state, aw_next;   
    reg     [S_AXI_ADDR_WIDTH-1 : 0]    aw_reg;              
    wire                                aw_hs;               
    reg                                 aw_hs_flag;          
    always @ (posedge ACLK) begin
        if (ARESET)     aw_state <= ST_AW_IDLE;
        else            aw_state <= aw_next;
    end
    always @ (*) begin
        aw_next = aw_state;
        case (aw_state)
            ST_AW_IDLE : if (AWVALID)       aw_next = ST_AW_PREP; 
                         else               aw_next = ST_AW_IDLE;
            ST_AW_PREP :                    aw_next = ST_AW_WAIT;
            ST_AW_WAIT : if (aw_w_hs_flag)  aw_next = ST_AW_DONE;
                         else               aw_next = ST_AW_WAIT;
            ST_AW_DONE :                    aw_next = ST_AW_IDLE;
            default    :                    aw_next = ST_AW_IDLE;
        endcase
    end
    assign aw_hs   = (AWVALID & AWREADY);        
    assign AWREADY = (aw_state == ST_AW_IDLE);   
    always @ (posedge ACLK) begin
        if      (ARESET)        aw_reg <= 'h0;
        else if (aw_hs)         aw_reg <= AWADDR;
    end
    always @ (posedge ACLK) begin
        if      (ARESET)                    aw_hs_flag = 1'b0;
        else if (aw_hs)                     aw_hs_flag = 1'b1;
        else if (aw_state == ST_AW_DONE)    aw_hs_flag = 1'b0;
    end
    localparam  ST_W_IDLE = 3'd0,    
                ST_W_PREP = 3'd1,    
                ST_W_WAIT = 3'd2,    
                ST_W_RESP = 3'd3,    
                ST_W_DONE = 3'd4;    
    reg     [2 : 0]                     w_state, w_next;     
    reg     [S_AXI_DATA_WIDTH-1 : 0]    w_reg;               
    wire    [S_AXI_DATA_WIDTH-1 : 0]    w_mask;              
    reg     [S_AXI_DATA_WIDTH-1 : 0]    w_mask_reg;          
    wire                                w_hs;                
    reg                                 w_hs_flag;           
    wire                                aw_w_hs_flag;        
    always @ (posedge ACLK) begin
        if (ARESET)     w_state <= ST_W_IDLE;
        else            w_state <= w_next;
    end
    always @ (*) begin
        w_next = w_state;
        case (w_state)
            ST_W_IDLE : if (WVALID)         w_next = ST_W_PREP;
                        else                w_next = ST_W_IDLE;
            ST_W_PREP :                     w_next = ST_W_WAIT;
            ST_W_WAIT : if (aw_w_hs_flag)   w_next = ST_W_RESP;
                        else                w_next = ST_W_WAIT;
            ST_W_RESP : if (BREADY)         w_next = ST_W_DONE;
                        else                w_next = ST_W_RESP;
            ST_W_DONE :                     w_next = ST_W_IDLE;
            default   :                     w_next = ST_W_IDLE;
        endcase
    end
    assign w_hs   = (WVALID & WREADY);               
    assign WREADY = (w_state == ST_W_IDLE);          
    assign BVALID = (w_state == ST_W_RESP);          
    assign BRESP  = 2'b00;                           
    assign aw_w_hs_flag = aw_hs_flag & w_hs_flag;    
    assign w_mask  = { {8{WSTRB[3]}}, {8{WSTRB[2]}}, {8{WSTRB[1]}}, {8{WSTRB[0]}} };     
    always @ (posedge ACLK) begin
        if      (ARESET)                w_reg <= 'h0;
        else if (w_hs)                  w_reg <= (WDATA & w_mask);
    end
    always @ (posedge ACLK) begin
        if      (ARESET)                w_mask_reg <= 'h0;
        else if (w_hs)                  w_mask_reg <= w_mask;
    end
    always @ (posedge ACLK) begin
        if      (ARESET)                w_hs_flag <= 1'b0;
        else if (w_hs)                  w_hs_flag <= 1'b1;
        else if (w_state == ST_W_RESP)  w_hs_flag <= 1'b0;
    end
    integer i;
    always @ (posedge ACLK) begin
        if (ARESET) begin
            for (i = 0; i < 16; i = i + 1) registers[i] <= 'h0;
        end
        else if (aw_w_hs_flag) begin
            case (aw_reg)
                ADDR_REG_0 : registers[0]  <= w_reg | (registers[0]  & ~w_mask_reg);
                ADDR_REG_1 : registers[1]  <= w_reg | (registers[1]  & ~w_mask_reg);
                ADDR_REG_2 : registers[2]  <= w_reg | (registers[2]  & ~w_mask_reg);
                ADDR_REG_3 : registers[3]  <= w_reg | (registers[3]  & ~w_mask_reg);
                ADDR_REG_4 : registers[4]  <= w_reg | (registers[4]  & ~w_mask_reg);
                ADDR_REG_5 : registers[5]  <= w_reg | (registers[5]  & ~w_mask_reg);
                ADDR_REG_6 : registers[6]  <= w_reg | (registers[6]  & ~w_mask_reg);
                ADDR_REG_7 : registers[7]  <= w_reg | (registers[7]  & ~w_mask_reg);
                ADDR_REG_8 : registers[8]  <= w_reg | (registers[8]  & ~w_mask_reg);
                ADDR_REG_9 : registers[9]  <= w_reg | (registers[9]  & ~w_mask_reg);
                ADDR_REG_A : registers[10] <= w_reg | (registers[10] & ~w_mask_reg);
                ADDR_REG_B : registers[11] <= w_reg | (registers[11] & ~w_mask_reg);
                ADDR_REG_C : registers[12] <= w_reg | (registers[12] & ~w_mask_reg);
                ADDR_REG_D : registers[13] <= w_reg | (registers[13] & ~w_mask_reg);
                ADDR_REG_E : registers[14] <= w_reg | (registers[14] & ~w_mask_reg);
                ADDR_REG_F : registers[15] <= w_reg | (registers[15] & ~w_mask_reg);
            endcase
        end
    end
    localparam  ST_R_IDLE = 2'd0,    
                ST_R_PREP = 2'd1,    
                ST_R_DATA = 2'd2,    
                ST_R_DONE = 2'd3;    
    reg     [1 : 0]                     r_state, r_next;     
    reg     [S_AXI_ADDR_WIDTH-1 : 0]    ar_reg;              
    wire                                ar_hs;               
    reg     [S_AXI_DATA_WIDTH-1 : 0]    r_reg;               
    always @ (posedge ACLK) begin
        if (ARESET)     r_state <= ST_R_IDLE;
        else            r_state <= r_next;
    end
    always @ (*) begin
        r_next = r_state;
        case (r_state)
            ST_R_IDLE : if (ARVALID)    r_next = ST_R_PREP;
                        else            r_next = ST_R_IDLE;
            ST_R_PREP :                 r_next = ST_R_DATA;
            ST_R_DATA : if (RREADY)     r_next = ST_R_DONE;
                        else            r_next = ST_R_DATA;
            ST_R_DONE :                 r_next = ST_R_IDLE;
            default   :                 r_next = ST_R_IDLE;
        endcase
    end
    assign ar_hs   = (ARREADY & ARVALID);        
    assign ARREADY = (r_state == ST_R_IDLE);     
    assign RVALID  = (r_state == ST_R_DATA);     
    assign RRESP   = 2'b00;                      
    assign RDATA   = r_reg;                      
    always @ (posedge ACLK) begin
        if      (ARESET)    ar_reg <= 'h0;
        else if (ar_hs)     ar_reg <= ARADDR;
    end
    always @ (posedge ACLK) begin
        if (ARESET) 
            r_reg <= 'h0;
        else begin
            case (ar_reg)
                ADDR_REG_0 : r_reg <= registers[0];
                ADDR_REG_1 : r_reg <= registers[1];
                ADDR_REG_2 : r_reg <= registers[2];
                ADDR_REG_3 : r_reg <= registers[3];
                ADDR_REG_4 : r_reg <= registers[4];
                ADDR_REG_5 : r_reg <= registers[5];
                ADDR_REG_6 : r_reg <= registers[6];
                ADDR_REG_7 : r_reg <= registers[7];
                ADDR_REG_8 : r_reg <= registers[8];
                ADDR_REG_9 : r_reg <= registers[9];
                ADDR_REG_A : r_reg <= registers[10];
                ADDR_REG_B : r_reg <= registers[11];
                ADDR_REG_C : r_reg <= registers[12];
                ADDR_REG_D : r_reg <= registers[13];
                ADDR_REG_E : r_reg <= registers[14];
                ADDR_REG_F : r_reg <= registers[15];
            endcase
        end
    end
    // synthesis translate_off
    reg     [8*7-1 : 0]     AW_STATE;
    always @ (*) begin
        case (aw_state)
            ST_AW_IDLE : AW_STATE = "AW_IDLE";
            ST_AW_PREP : AW_STATE = "AW_PREP";
            ST_AW_WAIT : AW_STATE = "AW_WAIT";
            ST_AW_DONE : AW_STATE = "AW_DONE";
            default    : AW_STATE = "XX_XXXX";
        endcase
    end
    reg     [8*7-1 : 0]     W_STATE;
    always @ (*) begin
        case (w_state)
            ST_W_IDLE : W_STATE = "WR_IDLE";
            ST_W_PREP : W_STATE = "WR_PREP";
            ST_W_WAIT : W_STATE = "WR_WAIT";
            ST_W_RESP : W_STATE = "WR_RESP";
            ST_W_DONE : W_STATE = "WR_DONE";
            default   : W_STATE = "XX_XXXX";
        endcase
    end
    reg     [8*7-1 : 0]     RD_STATE;
    always @ (*) begin
        case (r_state)
            ST_R_IDLE : RD_STATE = "RD_IDLE";
            ST_R_PREP : RD_STATE = "RD_PREP";
            ST_R_DATA : RD_STATE = "RD_DATA";
            ST_R_DONE : RD_STATE = "RD_DONE";
            default   : RD_STATE = "XX_XXXX";
        endcase
    end
    reg     [S_AXI_DATA_WIDTH : 0]  reg_0_00, reg_1_04, reg_2_08, reg_3_0C, 
                                    reg_4_10, reg_5_14, reg_6_18, reg_7_1C,
                                    reg_8_20, reg_9_24, reg_A_28, reg_B_2C, 
                                    reg_C_30, reg_D_34, reg_E_38, reg_F_3C;
    always @ (*) begin
        reg_0_00 = registers[0];
        reg_1_04 = registers[1];
        reg_2_08 = registers[2];
        reg_3_0C = registers[3];
        reg_4_10 = registers[4];
        reg_5_14 = registers[5];
        reg_6_18 = registers[6];
        reg_7_1C = registers[7];
        reg_8_20 = registers[8];
        reg_9_24 = registers[9];
        reg_A_28 = registers[10];
        reg_B_2C = registers[11];
        reg_C_30 = registers[12];
        reg_D_34 = registers[13];
        reg_E_38 = registers[14];
        reg_F_3C = registers[15];
    end
    // synthesis translate_on
endmodule

===== run.sh =====
#!/bin/bash
# OpenROAD 26Q1-2900-gdf79404cd8, Yosys 0.63+post, stock flow scripts
make -C /OpenROAD-flow-scripts/flow DESIGN_CONFIG=/design/flow/config.mk WORK_HOME=/design/flow/orfs finish

===== config.mk =====
export PLATFORM = sky130hd
export DESIGN_NAME = s_axil_register
export DESIGN_NICKNAME = s_axil_register
export VERILOG_FILES = /design/flow/design.v
export SDC_FILE = /design/flow/constraint.sdc
export NUM_CORES = 4
export LEC_CHECK = 1
export CORE_UTILIZATION = 50

===== constraint.sdc =====
current_design s_axil_register

set clk_period 4.3
set clk_io_pct 0.2

create_clock -name clk0 -period $clk_period [get_ports {ACLK}]

set non_clock_inputs [all_inputs -no_clocks]
set_input_delay [expr $clk_period * $clk_io_pct] -clock clk0 $non_clock_inputs
set_output_delay [expr $clk_period * $clk_io_pct] -clock clk0 [all_outputs]

==> impl_metrics.py <==
# Generated from Yosys and OpenROAD reports
metrics = {
    "clock_network": {
        "cts_buffer_depth": 3,
        "htreeDepth": 3,
        "clk_latency_ns": 0.61,
        "post_cts_buffers": 0,
        "cts_made_buffers": 66,
        "clk_pin_slew_ns": 0.06,
        "cts_resized": 0,
        "post_cts_hold_buffer_count": 0,
        "cts_tree": "done",
        "cts_root_buf": "clkbuf_16",
        "cts.sinks": 607,
    },
    "yosys": {
        "synth-main-ff-cell": "dfxtp_1",
        "yosys_warnings": 3,
        "synth_cell_type_count": 62,
        "synth_async_sr_flop_share": 0,
        "ys_seq_share": 0.497,
        "netlist_area_um2": 24400,
        "synth_area_per_cell_um2": 8.90,
        "edf_count": 0,
        "yosysCellCount": 2746,
        "ys.flops": 607,
        "syn_inst": 2746,
        "ys_chip_area_um2": 24400,
    },
    "worst_setup_path": {
        "cp_slowest_cell": "or4b_1",
        "worstPathArrival_ns": 3.56,
        "crit_chain": "or4b_1 -> nor3_4 -> buf_4 -> a22oi_1 -> nand3_1 -> o21a_1",
        "critPathLaunchType": "flip-flop",
        "cp_max_fo": 17,
        "slowest_delay_ns": 0.86,
        "worst_setup_path_end_kind": "flip-flop",
        "crit_type": "reg -> reg",
        "rrSetupSlack_ns": 1.29,
        "crit_required_ns": 4.85,
    },
    "route": {
        "routedWlPerCell_um": 27.6,
        "vias": 22300,
        "wl_um": 92800,
        "drt_iter0_drc": 2937,
        "drtPass1Iterations": 6,
        "drcViolationCount": 0,
        "viasPerCell": 6.63,
        "drtAntennaViolNets": 0,
    },
    "job": {
        "drv_cap": 0,
        "tool_warnings": 31,
    },
    "power_and_ir_drop": {
        "power.switching_mw": 2.90,
        "p_per_area_nw_per_um2": 438,
        "swShare": 0.239,
        "power.leakage_nw": 9.31,
        "seq_power_share": 0.481,
        "clockPowerShare": 0.458,
        "vdd_drop_max_v": 0.000283,
        "combPwrFrac": 0.061,
        "p_int_mw": 9.24,
    },
    "timing": {
        "slew_headroom": 0.379,
        "drv_slew": 0,
        "layout_setup_ws_ns": 1.29,
        "worst_clock_skew_ns": 0.0171,
        "worst_pin_slew_ns": 0.931,
        "finalClockPeriodUsage": 0.701,
        "fmax_mhz": 332,
        "setup_viol": 0,
        "hold_violations": 0,
        "min_period_ns": 3.01,
        "rsz0062_at_grt": "false",
        "tns_ns": 0,
    },
    "worst_hold_path": {
        "hold_path.class": "reg -> reg",
    },
    "cells_and_area": {
        "area_delta_synth_final_pct": 13.5,
        "drive_gt1_frac": 0.0843,
        "largest_reg_flops": 512,
    },
    "grt": {
        "grt_pass1_wl_um": 137000,
        "grt_pass1_vias": 20900,
        "grt_start_max_net_pins": 155,
        "overflow": 0,
        "grtUsageTotal": 0.389,
        "grt_antenna_before_repair": 1,
    },
    "run_status": {
        "status": "completed",
    },
    "placed_design": {
        "portBuffers": 91,
        "dpl_worst_slack_ns": 1.39,
        "place.gp.congestion": 0.979,
        "hpwl_um": 59100,
    },
    "floorplan": {
        "chipArea_um2": 49700,
        "ios": 96,
        "die_x_um": 223,
        "core-area_um2": 47900,
        "placementRows": 80,
        "die_y_um": 223,
        "fp-utilization": 0.510,
    },
}
## cells in the final DEF (no fill, tap or decap), types with 18 or more instances in the layout
| cell | instances |
|---|---|
| clkdlybuf4s50_1 | 90 |
| nor2_4 | 18 |
| buf_4 | 82 |
| dfxtp_1 | 604 |
| clkbuf_1 | 20 |
| nor2_1 | 554 |
| nand2_1 | 140 |
| o21ai_0 | 23 |
| nand3_1 | 79 |
| mux2i_1 | 55 |
| nor3_1 | 48 |
| and3_1 | 32 |
| clkbuf_16 | 73 |
| a21oi_1 | 85 |
| o21a_1 | 18 |
| a221oi_1 | 18 |
| a22oi_1 | 595 |
## Yosys cell counts, types with 11 or more instances
library cell	instances	area share
nor3_1	49	0.010
a211oi_1	11	0.0034
o21ai_0	23	0.0047
nand4_1	14	0.0036
nor2_1	561	0.086
mux2i_1	55	0.023
a21oi_1	85	0.017
buf_2	73	0.015
clkbuf_1	182	0.028
nor2_2	14	0.0036
a22oi_1	595	0.18
and3_1	32	0.0082
o21ai_1	11	0.0023
a221oi_1	18	0.0065
dfxtp_1	607	0.50
nand3_1	79	0.016
o21a_1	18	0.0055
a2111oi_0	16	0.0057
mux2_2	11	0.0051
buf_4	20	0.0061
nand2_1	141	0.022
## critical path: cells and delay by family, from the launching register on
family	cells	cell delay, ns
buffers and inverters	1	0.31
DFF	1	0.69
AOI/OAI and AO/OA	2	0.22
and+or+nand+nor	3	1.72
## kinds of logic after synthesis
family | after synthesis | synth area share
compound gates | 828 | 0.247
simple gates | 953 | 0.171
buf+inv | 288 | 0.0532
mux | 69 | 0.0304
other cells | 1 | 0.000154
flops | 607 | 0.497
## metrics by stage
stage	utilization	cells	cell area (um^2)	hold WS (ns)	power, mW
detailed placement	0.535	3256	25600	0.414	6.67
CTS	0.578	3366	27700	0.430	12.1
finish	0.578	3367	27700	0.424	12.1
floorplan	-	2749	24400	0.393	6.30
global placement	0.535	3256	25600	0.401	6.67
global route	0.578	3366	27700	0.469	12.4
## final timing paths
check / start / end / cells after the start
worst min register to register: w_state[1]$_DFF_P_ / w_state[0]$_DFF_P_ / 2
worst min-delay path: w_state[1]$_DFF_P_ / w_state[0]$_DFF_P_ / 2
worst max register to register: ar_reg[3]$_SDFFE_PP0P_ / r_reg[28]$_SDFFE_PP0P_ / 6
worst max-delay path: ar_reg[3]$_SDFFE_PP0P_ / r_reg[28]$_SDFFE_PP0P_ / 6
## cell type report
cell class              instances  area [um^2]
repair buffers                175         1570
diodes                          1         2.50
inverters                       5         18.8
flip-flops and latches        607        12200
clock buffers                 102         2030
multi-input cells            1854        11100
fillers                      4108        20200
well taps                     615          769
clock inverters                 8         65.1
## power groups by stage
| stage | registers, mW | clock network, mW | logic (mW) |
|---|---|---|---|
| after global routing | 5.84 | 5.81 | 0.783 |
| final | 5.83 | 5.56 | 0.740 |
| after CTS | 5.83 | 5.60 | 0.726 |
## routing by layer
| metal | GRT usage | vias to the layer above | part of all wire | wire length [um] |
|---|---|---|---|---|
| met5 | 0 | - | 0 | 0 |
| met4 | 0.134 | 0 | 0.040 | 3710 |
| met3 | 0.133 | 249 | 0.12 | 11500 |
| met2 | 0.546 | 1335 | 0.43 | 39800 |
| met1 | 0.580 | 10800 | 0.41 | 37800 |
| li1 | - | 9951 | - | - |
Power figures rest on the tool's default switching activity, not on a simulated workload.
